## ./design.v

```verilog
`timescale 1ns/1ns
	module uart_Receiver(
		d_Clk,
		reset,
		rx,
		rx_Data,
		rx_Done);
		input				d_Clk;
		input				reset;
		input				rx;
		output		[7 : 0] rx_Data;
		output				rx_Done;
		parameter	[1 : 0]		IDLE = 2'b00,
								START = 2'b01,
								RECEIVE = 2'b10,
								STOP = 2'b11;
		reg			[1 : 0]		rx_State;	 
		reg			[7 : 0]		rx_Shift;	 
		reg			[3 : 0]		data_Cnt;	 
		reg			[3 : 0]		sample_Cnt;  
		always@(posedge d_Clk or negedge reset)
			if(~reset)
				begin
					rx_State <= IDLE;
					rx_Shift <= 1'b0;
					data_Cnt <= 1'b0;
					sample_Cnt <= 1'b0;
				end
			else 
				begin
					case(rx_State)
						IDLE:
							if(rx == 1'b0)
								begin
									rx_State <= START;
								end
							else
								begin
									rx_State <= rx_State;
								end
						START:
							if(sample_Cnt == 3'd7)
								begin
									rx_State <= RECEIVE;
									sample_Cnt <= 4'd0;
								end
							else if(rx == 1'b1)
								begin
									rx_State <= IDLE;
									sample_Cnt <= 1'b0;
								end
							else
								begin
									rx_State <= START;
									sample_Cnt <= sample_Cnt + 1'b1;
								end
						RECEIVE:
							if(sample_Cnt == 4'd15)
								begin
									rx_Shift <= {rx, rx_Shift[7 : 1]};
									if(data_Cnt == 3'd7)
										begin
											rx_State <= STOP;
											data_Cnt <= 1'b0;
											sample_Cnt <= 1'b0;
										end
									else 
										begin
											data_Cnt <= data_Cnt + 1'b1;
											sample_Cnt <= 1'b0;
										end
								end
							else
								begin
									sample_Cnt <= sample_Cnt + 1'b1;
									rx_State <= RECEIVE;
								end
						STOP:
							if(sample_Cnt == 4'd15)
								begin
									rx_State <= IDLE;
									sample_Cnt <= 1'b0;
								end
							else
								begin
									sample_Cnt <= sample_Cnt + 1'b1;
									rx_State <= STOP;
								end
					endcase
				end
		assign		rx_Done = (rx_State == STOP) ? 1'b1 : 1'b0;
		assign		rx_Data = (rx_State == STOP) ? rx_Shift : 1'b0;
	endmodule
```

## ./run.sh

```bash
#!/bin/bash
# OpenROAD 26Q1-2900-gdf79404cd8, Yosys 0.63+post, stock flow scripts
make -C /OpenROAD-flow-scripts/flow DESIGN_CONFIG=/design/flow/config.mk WORK_HOME=/design/flow/orfs finish
```

## ./config.mk

```make
export PLATFORM = sky130hd
export DESIGN_NAME = uart_Receiver
export DESIGN_NICKNAME = uart_Receiver
export VERILOG_FILES = /design/flow/design.v
export SDC_FILE = /design/flow/constraint.sdc
export NUM_CORES = 4
export LEC_CHECK = 1
export CORE_AREA = 10 10 82 82
export DIE_AREA = 0 0 92 92
```

## ./constraint.sdc

```tcl
current_design uart_Receiver

set clk_period 1.7
set clk_io_pct 0.2

create_clock -name clk0 -period $clk_period [get_ports {d_Clk}]

set non_clock_inputs [all_inputs -no_clocks]
set_input_delay [expr $clk_period * $clk_io_pct] -clock clk0 $non_clock_inputs
set_output_delay [expr $clk_period * $clk_io_pct] -clock clk0 [all_outputs]
```

==> GITHUB_STEP_SUMMARY <==
## PnR job results

| Metric | Value |
|---|---|
| Mapped Cells | 113 |
| Total grt overflow | 0 |
| Hold_ws | 0.426 ns |
| Final Skew | 0.00446 ns |
| Routed wire length | 2080 um |
| IO Pins | 12 |
| Placeable Area | 5070 um^2 |
| Commonest Layout Cell | nand2_1 |
| Warning total across the stage logs | 26 |
| Largest net degree at the start of global routing | 21 |
| Critical path endpoint category | primary output |
| Max clock buf depth | 2 |
| Synth warn | 1 |
| Hold Crit Class | input port to asynchronous set/reset pin |
| Setup tns final | 0 ns |
| Die height | 92 um |
| Fin worst setup slack | 0.0169 ns |
| Antenna cell count | 0 |
| Post-synthesis cell type count | 32 |
| Switching share of power | 0.353 |
| H-tree Lvls | 1 |
| Period minus WS final | 1.68 ns |
| Initial antenna violation count | 0 |
| Layout Utilization | 0.250 |
| Post-synth ARST share | 1.00 |
| Num rows | 26 |
| Vias in the first global route | 743 |
| Clock power frac | 0.198 |
| Layout Cells excl Fill | 198 |
| Routed Antenna Nets | 0 |
| Final Cycle Share | 0.990 |
| Type of origin of the critical path | flip-flop |
| Net switching power | 0.562 mW |
| Post-synth EDFFs | 0 |
| Share of cells above drive strength 1 | 0.125 |
| CTS buffer count | 3 |
| Vias/cell | 4.10 |
| Post-synthesis cell area | 997 um^2 |
| Logic pwr share | 0.286 |
| Crit path DRT | 1.36 ns |
| Peak VDD IR | 837 uV |
| RSZ-0062 raised after global routing | yes |
| Vias post-DR | 811 |
| Status | completed |
| Routed length per instance | 10.5 um |
| Placed insts | 192 |
| FP Util | 0.196 |
| Post-place setup slack | 0.161 ns |
| Top cells by area | dfrtp_1 (48%), nand2_1 (14%), and2_1 (5.0%) |
| Met3 wire len | 100 um |
| Root Buffer Master | clkbuf_8 |
| Chip area | 8460 um^2 |
| Biggest area consumer among synthesized cells | dfrtp_1 |
| First-pass DRT Iterations | 4 |
| Top Layout Cells | nand2_1 (38), dfrtp_1 (18), and2_1 (8), clkdlybuf4s50_1 (8), buf_4 (6) |
| Pwr Density | 1250 nW/um^2 |
| Tot GR Track Use | 0.0507 |
| Most common reg cell | dfrtp_1 |
| Port buffer count | 11 |
| Final Max Slew Viols | 0 |
| CTS tree | done |
| Seq cells post-synth | 20 |
| Lkg Pwr | 0.619 nW |
| Post-synthesis sequential area ratio | 0.503 |
| GP Congestion | 0.831 |
| Initial drt markers | 50 |
| DRC violations left | 0 |
| Max Used Layer | met4 |
| Met1 WL | 1050 um |
| TritonCTS Sinks | 20 |
| Max Freq | 594 MHz |
| Final setup vio count | 0 |
| Die width | 92 um |
| Hold Violations, Final | 0 |
| Area Growth Syn to Fin | 27.5% |
| Pint | 1.03 mW |
| Chip Area, Yosys | 997 um^2 |
| Cell count in the Yosys report | 113 |
| Detailed placement HPWL | 1460 um |
| Top cell area share | 0.477 |
| # Max-Cap Violations | 0 |
| WP data arrival | 1.34 ns |
| Syn avg cell area | 8.82 um^2 |
| CP Max Fanout | 5 |
| First-pass GRT wire length | 3730 um |
| Flop pwr share | 0.516 |
| Clk pin slew, worst setup/hold paths | 0.07 ns |
| Slew margin rel. | 0.778 |
| Worst-margin pin slew | 0.330 ns |
| Worst Setup Path Type | flip-flop to primary output |
| Metal2 WL | 925 um |
| Late-Pin Clk Latency | 0.25 ns |
[Yosys cell counts, drive strengths merged, types with 2 or more instances]
library cell / instances
nor3: 3
clkbuf: 2
a31oi: 2
ha: 2
nand3b: 2
or2: 2
buf: 5
dfrtp: 19
o21ai: 7
and2: 8
nand3: 3
nand2: 38
a21oi: 3
nor2: 3
[routing by layer]
layer,vias to the layer above,track usage
met4,0,0.00386
met1,383,0.0746
met2,15,0.0759
met5,-,0
li1,411,-
met3,2,0.0140
[state kept, by name (all words and copies together) (netlist names)]
name	flops
data_Cnt	4
rx_Shift	8
rx_State	4
sample_Cnt	4
[stage by stage]
step / power, mW / instance area (um^2)
after global routing: 1.74 / 1270
after floorplan: 1.16 / 997
final: 1.59 / 1270
after CTS: 1.60 / 1240
after detailed placement: 1.28 / 1190
after global placement: 1.28 / 1190
[path summary, 6_finish.rpt]
check,startpoint,endpoint,slack [ns],cells after the start
max,rx_State[3]$_DFF_PN0_,rx_Data[1],0.02,3
min,reset,sample_Cnt[0]$_DFFE_PN0P_,0.43,2
max reg2reg,rx_State[3]$_DFF_PN0_,sample_Cnt[3]$_DFFE_PN0P_,0.13,5
min reg2reg,rx_Shift[2]$_DFFE_PN0P_,rx_Shift[1]$_DFFE_PN0P_,0.48,2
max in group asynchronous,reset,rx_State[0]$_DFF_PN1_,1.00,2
min in group clk0,rx_Shift[2]$_DFFE_PN0P_,rx_Shift[1]$_DFFE_PN0P_,0.48,2
[worst max-delay path: stages, from the launching register on]
cell             delay, ns
dfrtp_2               0.41
buf_4                 0.16
and2_1                0.13
clkdlybuf4s50_1       0.40
[power by group through the flow]
| stage | registers (mW) | clock network [mW] | logic [mW] |
|---|---|---|---|
| after global routing | 0.858 | 0.341 | 0.542 |
| final | 0.821 | 0.315 | 0.456 |
| after CTS | 0.819 | 0.329 | 0.452 |
[kinds of logic after synthesis]
kind of cell	after synthesis	synth area share
xor+xnor	1	0.00878
flops	20	0.503
buf+inv	7	0.0389
compound gates	16	0.100
simple gates	67	0.324
fa+ha+maj	2	0.0251
[timing repair]
item                       CTS  global route
hold buffers                 0             0
setup buffers                0             2
gates resized                1             7
setup endpoints to repair    9             8
cloned                       0             0
[cell type report]
| type | count | area [um^2] |
|---|---|---|
| fillers | 563 | 3800 |
| flip-flops and latches | 20 | 503 |
| multi-input cells | 86 | 462 |
| repair buffers | 18 | 174 |
| well taps | 70 | 87.6 |
| clock buffers | 4 | 45.0 |
Power and IR drop assume default switching activity.
